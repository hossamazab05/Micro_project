==> design/flow/design.v <==
module data_memory (
    input wire clk,
    input wire rst,
    input wire mem_read,            
    input wire mem_write,           
    input wire [7:0] address,       
    input wire [7:0] data_in,       
    output reg [7:0] data_out       
);
    reg [7:0] memory [0:255];
    integer i;
    initial begin
        for (i = 0; i < 256; i = i + 1) begin
            memory[i] = 8'b0;
        end
        memory[1] = 8'h00;   
    end
    always @(*) begin
        if (mem_read)
            data_out = memory[address];
        else
            data_out = 8'b0;
    end
    always @(posedge clk) begin
        if (rst) begin
            memory[1] <= 8'h00;   
        end
        else if (mem_write) begin
            memory[address] <= data_in;
        end
    end
endmodule
==> design/flow/run.sh <==
#!/bin/bash
# OpenROAD 26Q1-2900-gdf79404cd8, Yosys 0.63+post, stock flow scripts
make -C /OpenROAD-flow-scripts/flow DESIGN_CONFIG=/design/flow/config.mk WORK_HOME=/design/flow/orfs finish
==> design/flow/config.mk <==
export PLATFORM = sky130hd
export DESIGN_NAME = data_memory
export DESIGN_NICKNAME = data_memory
export VERILOG_FILES = /design/flow/design.v
export SDC_FILE = /design/flow/constraint.sdc
export NUM_CORES = 4
export LEC_CHECK = 1
export CORE_UTILIZATION = 40
==> design/flow/constraint.sdc <==
current_design data_memory

set clk_period 17.1
set clk_io_pct 0.2

create_clock -name clk0 -period $clk_period [get_ports {clk}]

set non_clock_inputs [all_inputs -no_clocks]
set_input_delay [expr $clk_period * $clk_io_pct] -clock clk0 $non_clock_inputs
set_output_delay [expr $clk_period * $clk_io_pct] -clock clk0 [all_outputs]
==> notes.org <==
#+TITLE: Flow metrics

** Outcome
- The run finished with clean final reports.

** Flow run
- In this run the tools logged warnings totalling 29.
- The run reported a max-capacitance violation count of 0.

** Setup path
- Timing endpoint of the critical path :: data_out[0]
- Category of the worst setup path launch point :: primary input
- Crit Path Category :: in -> out
- Looking at the critical path, the single cell with the biggest stage delay is sky130_fd_sc_hd__o32ai_1.
- Most frequent CP cell :: sky130_fd_sc_hd__buf_12
- Maximum fanout along the worst path :: between 70 and 80
- CP required :: around 14 ns
- Kind of end point of the critical path :: output pin
- Family with the most delay on the worst path :: buffers and inverters
- Per the OpenROAD timing report, the critical path contains 10 cells.
- Traced cell by cell, the critical path runs through buf_8, buf_12, buf_12, buf_4, mux4_2, a22oi_1, a31oi_1, nand4_1, o32ai_1, clkdlybuf4s50_1.
- Per STA, the startpoint of the critical path is address[0].
- Crit path DAT :: 8.69 ns
- Buf+Inv Stages, Crit Path :: 5
- Maximum cell stage delay along the critical path :: about 1.2 ns

** Timing
- Crit path time final :: 12.11 ns
- Summed over all failing endpoints, the final setup total negative slack is 0 ns.
- For reference, the final report shows the max-slew violation count at 0.
- Number of failing hold endpoints at the final stage :: 0
- For the pin with the worst max-slew slack, the measured transition is 1.319 ns.
- Final period util :: 70.82%
- The highest clock rate this design can be run at is roughly 83 MHz.
- Relative slew margins :: between 10% and 20%
- Number of setup violations in the final report :: 0
- Setup repair after global routing left no endpoint under its margin.
- Worst-case hold slack :: ~3.4 ns

** Routing
- Across all layers, the routed design uses roughly 40000 vias.
- DRC :: 0
- Before antenna repair, the detailed router went through 5 iterations.
- The count of nets left with antenna violations once routing finished came out at 0.
- First-iteration detailed-routing DRC count :: 2775
- Total wire length after detailed routing :: 206200 um
- The routed design shows a via density per instance of 5.749.
- Routed wire per std cell :: 30.00 um

** Cells and area
- The post-route netlist has 22.15% of its cells at a drive strength greater than 1.
- The register with the most flip-flops in the layout has 2048 of them.
- Register with the most flip-flops :: memory
- Compared with the post-synthesis result, the final layout area differs by 12.16%.
- Registers with the highest flip-flop counts :: memory x2048

** Clocking
- For this design, the sink count on the clock tree is 2048.
- Number of buffers created by CTS :: 201
- Worst-case clock buffer depth :: 3
- Hold bufs inserted after CTS :: 0
- Post-CTS timing repair inserted 0 buffers for setup.
- Looking at the clock tree report, the root buffer type is sky130_fd_sc_hd__clkbuf_16.
- Post-CTS repair ended up resizing 0 cells.
- TritonCTS built the clock tree.
- Looking at the clock tree report, the H-tree level count equals 4.
- Clock-pin slew of the registers on the worst-case setup and hold paths :: roughly 0.060 ns

** Power and ir drop
- The analysis reports a worst IR drop on VDD of 0.09367 mV.
- The design draws 10.14 mW.
- Power density over cell area :: ~110 nW/um^2
- The analysis attributes to cell leakage a power of between 20 and 25 nW.

** Synth
- The number of different library cells used by synthesis comes to 62.
- Mapped Area :: around 80000 um^2
- Most common flop cell mapped by yosys :: sky130_fd_sc_hd__edfxtp_1
- The synthesized instance count is between 3000 and 4000.
- Sequential elements use 76.72% of the synthesized area.
- Per the Yosys statistics, synthesis produced slightly below 4000 cells.
- Yosys mapped a number of flops with a built-in enable equal to 2048.
- Counting the warning lines in the Yosys log gives 1.
- Average instance area after synthesis :: 20.74 um^2
- Yosys reports a chip area of 80160 um^2.
- Counting flops with an async set or reset pin after synthesis yields a share of 0%.
- Synth Register Bits :: 2048

** GRT
- GRT Overall Usage :: approximately 23%
- First-pass GRT wire length :: 299600 um
- The number of global-route vias before repair is 42860.
- Overflow left after global routing :: 0
- Largest net degree at the start of global routing :: 115
- Initial antenna violation count :: 4

** Placed design
- The wire-length estimate of the detail-placed layout is 129000 um.
- Count of input and output buffers :: 27
- The placement summary gives the final routability congestion estimate as 0.9220.

** Worst hold path
- Checking hold timing, the worst path is listed with class in -> reg.
- The worst hold path was traced through 2 stages.

** Floorplanning
- Die width :: 449.7 um
- For this configuration, the core starts out at a cell density of 40.44%.
- Standard cell core area :: 198200 um^2
- DIE AREA :: 202200 um^2
- Floorplan row count :: 163
- Number of primary I/O pins :: 28
- Die Y :: roughly 450 um
-- metrics by stage --
stage	setup WS [ns]	instance area [um^2]	cells	util, %
2_1_floorplan	8.614	80160	3865	-
3_3_place_gp	4.917	83620	6504	42.18
3_5_place_dp	4.996	83620	6504	42.18
4_1_cts	4.984	89900	6871	45.35
5_1_grt	4.903	89910	6872	45.35
6_report	4.991	89910	6873	45.35
-- synthesized netlist by cell type, drive strengths merged (2+ instances only) --
master	instances	area [um^2]
and3	12	75.07
edfxtp	2048	61500
a2111oi	12	136.4
a22o	12	105.1
nor3b	2	15.01
clkbuf	81	307.8
a31oi	13	81.33
nor3	35	175.2
nand3	29	150.1
o31ai	8	60.06
mux2i	231	2312
a32oi	2	17.52
inv	4	15.01
and2	23	143.9
buf	155	1501
nor4	2	12.51
a211oi	23	172.7
a41oi	5	43.79
o32ai	4	35.03
a22oi	75	563.0
nand2	63	239.0
a221oi	13	113.9
mux2	14	157.7
nor2b	9	56.30
nand3b	2	27.53
mux4	401	9039
nand2b	6	37.54
nand4	16	100.1
o22ai	73	456.7
nor2	296	1114
or2	3	18.77
o21ai	40	200.2
o221ai	78	745.7
a21oi	63	315.3
-- final cells by class --
class | count | area (um^2)
Antenna cell | 2 | 5.005
Clock buffer | 244 | 5213
Sequential cell | 2048 | 61500
Clock inverter | 123 | 1074
Fill cell | 16390 | 108300
Multi-Input combinational cell | 1577 | 16910
Tap cell | 2640 | 3303
Timing Repair Buffer | 235 | 1887
Inverter | 4 | 16.27
-- report_power, final --
group	leakage (nW)	switching, mW	internal (mW)	total [mW]
Combinational	6.06	0.295	0.129	0.423
Clock	3.05	1.90	2.31	4.20
Sequential	15.1	0.00172	5.51	5.51
-- cell families after synthesis --
logic type	after synthesis	share of synthesized area, %
muxes	646	14.36
buffers and inverters	240	2.276
AOI/OAI and AO/OA	427	3.873
and+or+nand+nor	504	2.771
DFF	2048	76.72
-- how the worst min path moves through the flow --
stage	slack, ns	end	startpoint
CTS	3.38	memory[142][7]	data_in[7]
global route	3.43	memory[143][1]	data_in[1]
finish	3.44	memory[142][7]	data_in[7]
-- routing by layer --
metal	wire, um	GRT usage [%]	vias to the layer above
li1	-	-	16610
met1	68370	28.40	20190
met2	94660	31.95	2325
met3	35240	16.98	369
met4	7144	6.101	18
met5	755	2.557	-
-- cells in the final DEF (no fill, tap or decap), types with 62 or more instances in the layout --
cell                        synthesis  final
sky130_fd_sc_hd__nand2_1           62     62
sky130_fd_sc_hd__a21oi_1           63     62
sky130_fd_sc_hd__o221ai_1          68     68
sky130_fd_sc_hd__clkbuf_16          0    202
sky130_fd_sc_hd__nor2_1           295    294
sky130_fd_sc_hd__edfxtp_1        2048   2048
sky130_fd_sc_hd__buf_4             39    206
sky130_fd_sc_hd__mux2i_1          231    231
sky130_fd_sc_hd__o22ai_1           73     73
sky130_fd_sc_hd__mux4_2           399    399
sky130_fd_sc_hd__a22oi_1           75     75
Power and IR drop assume default switching activity.
