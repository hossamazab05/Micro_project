$ cat flow/config.mk
export PLATFORM = sky130hd
export DESIGN_NAME = ExecutionUnit_8bit_v4_fixed
export DESIGN_NICKNAME = ExecutionUnit_8bit_v4_fixed
export VERILOG_FILES = /design/flow/design.v
export SDC_FILE = /design/flow/constraint.sdc
export NUM_CORES = 4
export LEC_CHECK = 1
export CORE_UTILIZATION = 30
$ cat flow/constraint.sdc
current_design ExecutionUnit_8bit_v4_fixed

set clk_period 12.2
set clk_io_pct 0.2

create_clock -name clk0 -period $clk_period

set non_clock_inputs [all_inputs -no_clocks]
set_input_delay [expr $clk_period * $clk_io_pct] -clock clk0 $non_clock_inputs
set_output_delay [expr $clk_period * $clk_io_pct] -clock clk0 [all_outputs]
$ cat flow/design.v
module ExecutionUnit_8bit_v4_fixed(
    input IOR, IOW, OPS, ALU, MR, MW, WB, Jmp, SP, SPOP, JWSP, IMM, Stack_PC, Stack_Flags,
    input [1:0] FD,                  
    input [1:0] Flag_Selector,       
    input [3:0] Opcode,              
    input [2:0] WB_Address, ALU_Ops,      
    input [7:0] Data1, Data2, Immediate_Value,
    input [7:0] Data_From_Forwarding_Unit1, Data_From_Forwarding_Unit2,
    input [1:0] Forwarding_Unit_Selectors,
    input [7:0] INPUT_PORT, OUTPUT_PORT_Input,
    input [7:0] PC_8bit,
    input [3:0] Flags, Flags_From_Memory,
    input MEM_Stack_Flags,
    output reg MR_Out, MW_Out, WB_Out, JWSP_Out, Stack_PC_Out, Stack_Flags_Out,
    output reg Taken_Jump, To_PC_Selector, SP_Out, SPOP_Out,
    output reg [2:0] WB_Address_Out,
    output reg [3:0] Final_Flags,
    output reg [7:0] OUTPUT_PORT, Data_To_Use,
    output reg [7:0] Data_8bit, Address_8bit
);
    reg [7:0] Operand1, Operand2, Immediate_Or_Register, Data_Or_One;
    reg Temp_CF;
    reg Overflow_V;
    reg [7:0] ALU_Result;
    reg [3:0] Flags_New;     
    reg [3:0] Flags_Decided;
    reg Jump_On_Which_Flag;
    always @(*) begin
        Operand1 = Forwarding_Unit_Selectors[0] ? Data_From_Forwarding_Unit1 : Data1;
        Immediate_Or_Register = (IMM ? Immediate_Value : Data2);
        Data_Or_One = (Forwarding_Unit_Selectors[1] && !IMM) ?
                      Data_From_Forwarding_Unit2 :
                      Immediate_Or_Register;
        Operand2 = (OPS || Opcode == 4'd10) ? 8'd1 : Data_Or_One;
        OUTPUT_PORT = 8'h00;
    end
    always @(*) begin
        ALU_Result = 8'h00;
        Temp_CF = 1'b0;
        Overflow_V = 1'b0;
        case (Opcode)
            4'd1: begin  
                ALU_Result = Operand2;
                Temp_CF = Flags[2];
                Overflow_V = Flags[3];
            end
            4'd2: begin  
                {Temp_CF, ALU_Result} = Operand1 + Operand2;
                Overflow_V = (Operand1[7] & Operand2[7] & ~ALU_Result[7]) |
                             (~Operand1[7] & ~Operand2[7] & ALU_Result[7]);
            end
            4'd3: begin  
                {Temp_CF, ALU_Result} = Operand1 - Operand2;
                Overflow_V = (Operand1[7] & ~Operand2[7] & ~ALU_Result[7]) |
                             (~Operand1[7] & Operand2[7] & ALU_Result[7]);
            end
            4'd4: begin  
                ALU_Result = Operand1 & Operand2;
                Overflow_V = Flags[3]; Temp_CF = Flags[2];
            end
            4'd5: begin  
                ALU_Result = Operand1 | Operand2;
                Overflow_V = Flags[3]; Temp_CF = Flags[2];
            end
            4'd6: begin  
                case (ALU_Ops[1:0])
                    2'd0: begin  
                        Temp_CF = Data_Or_One[7];
                        ALU_Result = {Data_Or_One[6:0], Flags[2]};
                    end
                    2'd1: begin  
                        Temp_CF = Data_Or_One[0];
                        ALU_Result = {Flags[2], Data_Or_One[7:1]};
                    end
                    2'd2: begin  
                        Temp_CF = 1'b1; ALU_Result = Data_Or_One;
                    end
                    2'd3: begin  
                        Temp_CF = 1'b0; ALU_Result = Data_Or_One;
                    end
                    default: ALU_Result = Data_Or_One;
                endcase
                Overflow_V = Flags[3];
            end
            4'd8: begin  
                case (ALU_Ops[1:0])
                    2'd0: begin  
                        ALU_Result = ~Data_Or_One; Temp_CF = Flags[2]; Overflow_V = Flags[3];
                    end
                    2'd1: begin  
                        {Temp_CF, ALU_Result} = 8'd0 - Data_Or_One;
                        Overflow_V = Data_Or_One[7] & ALU_Result[7];
                    end
                    2'd2: begin  
                        {Temp_CF, ALU_Result} = Data_Or_One + 8'd1;
                        Overflow_V = (~Data_Or_One[7] & ALU_Result[7]);
                    end
                    2'd3: begin  
                        {Temp_CF, ALU_Result} = Data_Or_One - 8'd1;
                        Overflow_V = (Data_Or_One[7] & ~ALU_Result[7]);
                    end
                endcase
            end
            4'd10: begin  
                {Temp_CF, ALU_Result} = Operand1 - 8'd1;
                Overflow_V = (Operand1[7] & ~ALU_Result[7]);
            end
            default: begin
                ALU_Result = Operand1;
                Temp_CF = Flags[2];
                Overflow_V = Flags[3];
            end
        endcase
        Flags_New[0] = (ALU_Result == 8'd0);  
        Flags_New[1] = ALU_Result[7];        
        Flags_New[2] = Temp_CF;              
        Flags_New[3] = Overflow_V;           
    end
    always @(*) begin
        Data_To_Use = 8'h00;
        Flags_Decided = 4'b0000;
        Final_Flags = 4'b0000;
        Taken_Jump = 1'b0;
        Address_8bit = 8'h00;
        Data_8bit = 8'h00;
        To_PC_Selector = 1'b0;
        Jump_On_Which_Flag = 1'b0;
        if (MW || IOW)
            Data_To_Use = Operand2;
        else if (IOR && WB)
            Data_To_Use = INPUT_PORT;
        else if (ALU && WB)
            Data_To_Use = ALU_Result;
        else
            Data_To_Use = Operand2;
        case (FD)
            2'b00: Flags_Decided = {Flags[3], 1'b0, Flags[1:0]};  
            2'b01: Flags_Decided = {Flags[3], 1'b1, Flags[1:0]};  
            2'b10: Flags_Decided = Flags;                         
            2'b11: Flags_Decided = Flags_New;                     
            default: Flags_Decided = Flags;
        endcase
        Final_Flags = MEM_Stack_Flags ? Flags_From_Memory : Flags_Decided;
        case (Flag_Selector)
            2'd0: Jump_On_Which_Flag = Final_Flags[0];  
            2'd1: Jump_On_Which_Flag = Final_Flags[1];  
            2'd2: Jump_On_Which_Flag = Final_Flags[2];  
            2'd3: Jump_On_Which_Flag = Final_Flags[3];  
        endcase
        if (Opcode == 4'd10) begin  
            Taken_Jump = (ALU && (Flags_New[0] == 0));
        end else begin
            Taken_Jump = Jmp && Jump_On_Which_Flag;
        end
        if (MR || MW) begin
            if (Opcode == 4'd12)
                Address_8bit = Operand2;
            else
                Address_8bit = Operand1;
        end else Address_8bit = 8'h00;
        Data_8bit = Data_To_Use;
        To_PC_Selector = Taken_Jump && !JWSP;
        OUTPUT_PORT = (IOW ? Operand2 : 8'h00);
        MR_Out = MR; MW_Out = MW; WB_Out = WB; JWSP_Out = JWSP;
        Stack_PC_Out = Stack_PC; Stack_Flags_Out = Stack_Flags;
        WB_Address_Out = WB_Address; SP_Out = SP; SPOP_Out = SPOP;
    end
endmodule
$ cat flow/run.sh
#!/bin/bash
# OpenROAD 26Q1-2900-gdf79404cd8, Yosys 0.63+post, stock flow scripts
make -C /OpenROAD-flow-scripts/flow DESIGN_CONFIG=/design/flow/config.mk WORK_HOME=/design/flow/orfs finish
==> notes.md <==
run results: status=complete, no violations, global-route wire length before repair=23,360 um, YS chip area=3921 um^2, Flop pwr share=0%, first-pass iteration count of the detailed router=4, Register Area=0 um^2, postcts setup bufs=0, Post-Syn Instances=580, WL/cell=18.39 um, Setup crit end=To_PC_Selector, placed cells=approximately 820, vias in the first global route=around 4.4k, DP HPWL=12,100 um, Slew Limit Fails=0, # fillers=1,370, DR iter-0 viols=315, die width=~120 um, GR Util met1=32.49%, post-route setup slack=1201 ps, fraction of layout cells with a size suffix above 1=6.288%, clock power share=0%, GPL Wtd Cong=0.9161, synthesis-to-layout area growth=26.26%, WHS Path Cells=0, via count=approximately 4.7k, antenna violation net count after detailed routing=0, sw power=0.1154 mW, hold_ws=4880 ps, unrepaired setup endpoints after global routing=false, Max FO, Critical Path=19, global-route met2 utilization=~36%, Synth cell types=87, CTS resizes=0, Hold Path Class=input pin to output pin, pre-CTS worst setup slack=1258 ps, grt ovf=0, input/output buffers=113, Power Density=around 44 nW/um^2, Final Instance Area=4951 um^2, Top Ports=152, max_cap viols=0, setup_tns=0 ps, grt peak-use layer=met2, Vias/cell=5.657, Mapped Area=between 3000 and 4000 um^2, Finished Core Util=39.07%, crit path launch=IMM, FP Util=30.95%, Finished Layout Cells=between 800 and 900, crit path DAT=8560 ps, Final Setup Violations=0, fmax=90.91 MHz, WP data required=between 9000 and 10,000 ps, largest net degree at the start of global routing=38, LEAKAGE=roughly 1.9 nW, sw frac=53.59%, Worst Tran Pin Value=821.9 ps, Die Height=between 100 and 150 um, Placed Instance Area=4951 um^2, type of origin of the critical path=input pin, ant diodes=0, core area=around 13,000 um^2, WS Path Type=input pin to output pin, clkbuf count=0, Placement Rows=roughly 41, Final Hold Viols=0, Slew headroom=between 40 and 50%, initial antenna violation count=0, # Cells Yosys=580, Log Warnings=about 70, # hold bufs at CTS=0, GRT Overall Usage=22.42%, WL final=15,160 um, Mean Syn Cell Area=6.761 um^2, seq_cells=0, Comb pwr share=100.0%, die area=13,530 um^2, Max IR drop VDD=0.01776 mV, DRC viols=0, post-synthesis sequential area ratio=0%, total power=~0.22 mW, Tmin final=11,000 ps, P_int=0.09999 mW, dominant logic cell types in the final layout=clkdlybuf4s50_1 (113), nand2_1 (62), nor2_1 (48), most frequent logic cell in the layout=clkdlybuf4s50_1, synth warn=1, met3 usage=2.061%, Worst setup EP type=output pin, Final Cycle Share=90.16%
-- how the worst min path moves through the flow --
stage,startpoint,to,slack [ps]
finish,SPOP,SPOP_Out,4880
global route,SP,SP_Out,4880
CTS,SPOP,SPOP_Out,4880
-- power groups by stage --
stage / Sequential (mW) / Clock (mW) / Combinational (mW)
4_1_cts: 0 / 0 / 0.213
5_1_grt: 0 / 0 / 0.235
6_report: 0 / 0 / 0.215
-- worst max-delay path: stages --
cell and delay, ps:
clkdlybuf4s50_1 840, inv_1 240, a2111oi_4 660, inv_2 240
ha_1 290, or2_2 300, ha_1 210, or2_2 300
a221oi_1 500, xnor2_1 210, o32ai_1 110, or4b_1 480
a22oi_1 350, o2111ai_1 230, nor4b_2 350, o221ai_1 190
a21oi_1 150, clkdlybuf4s50_1 470
-- logic make-up after synthesis --
| family | count (synthesis) | share of synthesized area, % |
|---|---|---|
| AND-OR/OR-AND | 200 | 35.87 |
| AND/OR/NAND/NOR | 205 | 27.15 |
| other | 1 | 0.09563 |
| XOR/XNOR | 16 | 3.765 |
| adder cells (fa/ha/maj) | 35 | 11.17 |
| buffers and inverters | 97 | 14.58 |
| multiplexers | 26 | 7.371 |
-- Yosys cell counts, drive strengths merged (15+ instances only) --
cell type / instances / share of area [%]
a211oi: 17 / 3.3
nor3: 17 / 2.2
buf: 41 / 7.4
xnor2: 15 / 3.5
nor2: 48 / 4.6
nand2: 62 / 5.9
a31oi: 16 / 2.6
clkbuf: 19 / 3.6
a21oi: 33 / 4.2
ha: 35 / 11
mux2i: 23 / 6.5
inv: 36 / 3.4
o21ai: 38 / 4.8
-- final cells by class --
class / count / area [um^2] / area share (%)
Tap cell: 172 / 215.2 / 4.347
Timing Repair Buffer: 125 / 1221 / 24.67
Inverter: 37 / 138.9 / 2.805
Multi-Input combinational cell: 490 / 3376 / 68.18
-- metal layers --
metal  share of wire (%)  vias to the layer above
li1                    -                     2291
met1                  47                     2129
met2                  44                      226
met3                 7.7                       15
met4                 1.6                        0
met5                   0                        -
Power and IR drop assume default switching activity.
