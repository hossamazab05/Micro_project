==> design/flow/run.sh <==
#!/bin/bash
# OpenROAD 26Q1-2900-gdf79404cd8, Yosys 0.63+post, stock flow scripts
make -C /OpenROAD-flow-scripts/flow DESIGN_CONFIG=/design/flow/config.mk WORK_HOME=/design/flow/orfs finish
==> design/flow/config.mk <==
export PLATFORM = sky130hd
export DESIGN_NAME = regfile
export DESIGN_NICKNAME = regfile
export VERILOG_FILES = /design/flow/design.v
export SDC_FILE = /design/flow/constraint.sdc
export NUM_CORES = 4
export LEC_CHECK = 1
export CORE_UTILIZATION = 40
==> design/flow/constraint.sdc <==
current_design regfile

set clk_period 2.7
set clk_io_pct 0.2

create_clock -name clk0 -period $clk_period [get_ports {clk}]

set non_clock_inputs [all_inputs -no_clocks]
set_input_delay [expr $clk_period * $clk_io_pct] -clock clk0 $non_clock_inputs
set_output_delay [expr $clk_period * $clk_io_pct] -clock clk0 [all_outputs]
==> design/flow/design.v <==
module regfile (
    input  wire        clk,
    input  wire        rst_n,        
    input  wire [1:0]  rd_addr1,
    output wire [7:0]  rd_data1,
    input  wire [1:0]  rd_addr2,
    output wire [7:0]  rd_data2,
    input  wire        wr_en,
    input  wire [1:0]  wr_addr,
    input  wire [7:0]  wr_data,
    output wire [7:0]  sp_out
);
    reg [7:0] regs [0:3];
    integer i;
    always @(posedge clk or negedge rst_n) begin
        if (!rst_n) begin
            regs[0] <= 8'h00;
            regs[1] <= 8'h00;
            regs[2] <= 8'h00;
            regs[3] <= 8'hFF;  
        end else begin
            if (wr_en) begin
                regs[wr_addr] <= wr_data;
            end
        end
    end
    assign rd_data1 = (wr_en && (wr_addr == rd_addr1)) ? wr_data : regs[rd_addr1];
    assign rd_data2 = (wr_en && (wr_addr == rd_addr2)) ? wr_data : regs[rd_addr2];
    assign sp_out = regs[3];
endmodule
==> flow_metrics.py <==
# Generated from Yosys and OpenROAD reports
metrics = {
    "status": {
        "status": "complete, no violations",
    },
    "logic_synthesis": {
        "syn-mean-instance-area_sq_um": 17.4,
        "ys_sh_aoi": 0,
        "yosys_most_used_dff": "dfrtp_1",
        "edf_count": 0,
        "simple_gate_share": 0.0337,
        "yosysTopAreaCell": "dfrtp_1",
        "synth.cellmix.adderShare": 0,
        "yosysWarningCount": 2,
        "netlist_instances": 113,
        "synth_xor_xnor_area_share": 0.0331,
        "asyncSetResetFlopFracSynth": 1.00,
        "ys_chip_area_sq_mm": 0.00197,
        "synth.top_cells.by_count": "mux2_2 (32), dfrtp_1 (24), mux2_4 (16), mux4_2 (16), dfstp_2 (8)",
        "yosysCellCount": 113,
        "ys_seq_elements": 32,
        "synthMostInstantiatedCell": "mux2_2",
        "ys_sh_mux": 0.488,
        "netlist-cell-type-count": 14,
        "post_synth_main_area_contributors": "dfrtp_1 (31%), mux2_2 (18%), mux4_2 (18%)",
        "postSynthSeqShare": 0.412,
        "post_synth_main_logic_family": "multiplexers",
        "synthesis.area_sq_mm": 0.00197,
        "post-synth-top-area-fraction": 0.305,
    },
    "clock_network": {
        "tritoncts": "yes",
        "h-tree-depth": 2,
        "worstSkewPairLatency_ps": 270,
        "cts_buffers": 5,
        "cts.root.buffer_cell": "clkbuf_8",
        "clkSinkCount": 32,
        "cts.reportedPaths.clkPinSlew_ps": 60,
        "post_cts_setup_buffer_count": 0,
        "cts-root-to-sink-buffers": 2,
    },
    "timing": {
        "finClkSkew_ps": 0,
        "worst_slew_pin_slew_ps": 527,
        "grt_setup_unrepaired": "no",
        "endpoints_failing_hold": 0,
        "max_clock_freq_mhz": 380,
        "tns_ps": 0,
        "time_the_worst_path_needs_with_i_o_delays_and_setup_ps": 2630,
        "worst_rel_slew_slack": 0.648,
        "finalMaxSlewViolations": 0,
        "setup-violations-final": 0,
        "min_period_over_period": 0.976,
    },
    "global_route": {
        "grt.overflow.total": 0,
        "grt_start_max_net_pins": 33,
        "grt_use_total": 0.191,
        "grt_pass1_vias": 1315,
        "number_of_antenna_violations_at_the_first_check_in_global_routing": 0,
        "first_pass_grt_wire_length_um": 6980,
    },
    "placement": {
        "dpl_cell_area_sq_mm": 0.00252,
        "place.detailed.hpwl_um": 2960,
        "numPortBuffers": 40,
        "gp_congestion": 0.769,
        "placed_cells": 227,
    },
    "detailed_routing": {
        "routed_wire_length_per_instance_um": 17.8,
        "vias": 1200,
        "via_per_inst": 5.13,
        "first_pass_iters": 4,
        "antenna_violating_nets_post_route": 0,
        "insertedDiodeCount": 0,
        "drt-initial-drc-count": 44,
        "detail_route.drc_violations": 0,
        "postRouteWirelength_um": 4170,
    },
    "die": {
        "die_x_um": 72.1,
        "dieArea_sq_mm": 0.00520,
        "core_util_floorplan": 0.417,
        "top_ports": 41,
        "die.size.y_um": 72.1,
        "placeableCoreArea_sq_mm": 0.00472,
        "floorplan.rows": 25,
    },
    "finish": {
        "share_of_final_layout_standard_cells_stronger_than_drive_strength_1": 0.611,
        "final_cells": 234,
        "largest_register": "regs",
        "finalInstanceArea_sq_mm": 0.00265,
        "postLayoutCoreUtil": 0.560,
        "flow.area_growth_from_synthesis_pct": 34.4,
        "biggestRegsByFlops": "regs: 32 flops",
        "largest_reg_flops": 32,
    },
    "setup_path": {
        "crit_path_end_kind": "primary output",
        "crit_type": "input pin to primary output",
        "cp_data_required_time_ps": 2160,
        "setup.worst_path.start_class": "input pin",
        "worstPathMaxFanout": 4,
        "critical_path_arrival_ps": 2090,
    },
    "power": {
        "power.ir.vdd_worst_mv": 0.361,
        "power.density_mw_per_mm2": 576,
        "power.static_leakage_nw": 1.11,
    },
    "hold_path": {
        "hold_class": "register to register",
    },
    "run": {
        "cap_violations": 0,
        "tool_warnings": 25,
    },
}
path summary, 6_finish.rpt:
path                               endpoint  cells past startpoint         from  slack [ps]
worst max-delay path            rd_data2[4]                      5  rd_addr2[0]          70
worst min-delay path             regs[2][3]                      1   regs[2][3]         520
worst max register to register   regs[1][3]                      1   regs[1][3]        1910
worst min register to register   regs[2][3]                      1   regs[2][3]         520
max in group asynchronous        regs[3][0]                      2        rst_n        1700
min in group asynchronous        regs[0][6]                      2        rst_n         660
metal layers:
layer / global-route usage / share of wire / routed length (um)
met1: 0.264 / 0.38 / 1600
met2: 0.319 / 0.55 / 2300
met3: 0.0535 / 0.054 / 223
met4: 0.0349 / 0.012 / 51
met5: 0 / 0 / 0
report_power, final:
| group | leakage (nW) | internal [mW] | total, mW | switching [mW] |
|---|---|---|---|---|
| logic | 0.709 | 0.419 | 0.548 | 0.130 |
| registers | 0.368 | 0.589 | 0.657 | 0.0680 |
| clock network | 0.0359 | 0.165 | 0.317 | 0.152 |
stage by stage:
step	hold slack [ps]	setup WS, ps	power (mW)
2_1_floorplan	244	738	0.945
3_3_place_gp	500	-231	1.19
3_5_place_dp	509	-233	1.21
4_1_cts	522	24.1	1.54
5_1_grt	549	13.6	1.62
6_report	520	65.0	1.52
what timing repair did:
item	4_1_cts	5_1_grt
endpoints found under the hold margin	0	0
endpoints found under the setup margin	16	7
hold buffers	0	0
cloned	2	0
pin swaps	2	1
gates resized	13	3
final cells by class:
| class | instances | area [sq um] |
|---|---|---|
| Fill cell | 389 | 2080 |
| Multi-Input combinational cell | 74 | 1100 |
| Tap cell | 67 | 83.8 |
| Clock buffer | 5 | 68.8 |
| Timing Repair Buffer | 56 | 578 |
| Sequential cell | 32 | 811 |
placed cells by master (no fill, tap or decap):
master and instances:
nor3b_4 1, xnor2_4 1, bufbuf_16 1, clkdlybuf4s50_1 33
dfrtp_1 24, clkbuf_8 5, nand3b_1 2, buf_12 2
xnor2_2 3, nand3_4 1, dfstp_2 8, buf_4 12
buf_2 2, nand3_2 1, mux2_2 32, buf_16 1
nand3_1 1, dlymetal6s2s_1 1, mux4_2 16, dlygate4sd2_1 4
mux2_4 16
critical path, stage by stage:
cell             delay [ps]
buf_2                   130
bufbuf_16               280
mux4_2                  490
mux2_4                  260
clkdlybuf4s50_1         390
cell families after synthesis:
kind of cell / Yosys count
xor+xnor: 4
buf+inv: 7
flops: 32
mux: 64
simple gates: 6
Power and IR drop assume default switching activity.
